===== /design/flow/run.sh =====
#!/bin/bash
# OpenROAD 26Q1-2900-gdf79404cd8, Yosys 0.63+post, stock flow scripts
make -C /OpenROAD-flow-scripts/flow DESIGN_CONFIG=/design/flow/config.mk WORK_HOME=/design/flow/orfs finish

===== /design/flow/design.v =====
module add2 (a, b, c);
	input [7:0] a, b;
	output [8:0] c;
assign c = a+b;
endmodule

===== /design/flow/config.mk =====
export PLATFORM = sky130hd
export DESIGN_NAME = add2
export DESIGN_NICKNAME = add2
export VERILOG_FILES = /design/flow/design.v
export SDC_FILE = /design/flow/constraint.sdc
export NUM_CORES = 4
export LEC_CHECK = 1
export CORE_AREA = 10 10 70 70
export DIE_AREA = 0 0 80 80

===== /design/flow/constraint.sdc =====
current_design add2

set clk_period 5.1
set clk_io_pct 0.2

create_clock -name clk0 -period $clk_period

set non_clock_inputs [all_inputs -no_clocks]
set_input_delay [expr $clk_period * $clk_io_pct] -clock clk0 $non_clock_inputs
set_output_delay [expr $clk_period * $clk_io_pct] -clock clk0 [all_outputs]

==> results.rst <==
Metrics
=======

.. list-table::
   :header-rows: 1

   * - Metric
     - Value
   * - Main logic family after synthesis
     - adder cells
   * - ANT cells
     - 0
   * - Req. time, crit path
     - 4.08 ns
   * - Via-to-Cell Ratio
     - 3.575
   * - Endpoint arrival time on the critical path
     - 3.13 ns
   * - Routability congestion estimate from global placement
     - 0.7425
   * - Detailed-route DRC error count
     - 0
   * - Critical path class
     - primary input to output pin
   * - Worst hold-check path type
     - primary input to output pin
   * - RSZ-0062 raised after global routing
     - false
   * - Post-layout period usage
     - 0.8146
   * - Mean instance size in the synthesized netlist
     - 7.716 µm²
   * - Compound-gate portion of the synthesized area
     - 0.2780
   * - Slew at the pin with the worst max-slew slack
     - 0.3754 ns
   * - Distinct cell type count after synthesis
     - 20
   * - Initial standard-cell utilization of the core
     - 0.09487
   * - Number of nets with antenna violations after detailed routing
     - 0
   * - Sum Neg Setup Slack
     - 0 ns
   * - Proportion of synthesized chip area in sequential cells
     - 0
   * - Global-route wire length before repair
     - 1766 µm
   * - Setup Viol. Count Final
     - 0
   * - Detailed Route Iter0 Violations
     - 23
   * - Count of pins over their slew limit
     - 0
   * - Sequential cell count
     - 0
   * - Worst Path Buf+Inv
     - 2
   * - Filler Cell Count
     - 384
   * - Area of the mapped netlist
     - 324.1 µm²
   * - Number of warnings in the stage logs
     - 32
   * - Overall via count from detail_route
     - 404
   * - CP max-delay cell
     - sky130_fd_sc_hd__clkdlybuf4s50_1
   * - Cells along the critical path
     - clkdlybuf4s50_1, ha_1, fa_1, a21oi_1, nor2_1, nor2_1, xnor2_1, clkdlybuf4s50_1
   * - Critical Path Start Type
     - primary input
   * - Post-Synth Simple-Gate Area
     - 0.1776
   * - Number of setup buffers added after CTS
     - 0
   * - Fraction of synthesized cell area in xor and xnor cells
     - 0.1081
   * - Vias in the first global route
     - 393
   * - Share of cells above drive strength 1
     - 0.01493
   * - Total Routed Length
     - 1098 µm
   * - HPWL after detailed placement
     - 996.8 µm
   * - Number of hold violations in the final report
     - 0
   * - Max Fanout on Critical Path
     - 2
   * - Sequential cell area
     - 0 µm²
   * - Power density over the cells
     - 116.5 nW/µm²
   * - Area growth syn-to-layout
     - 94.98%
   * - Congestion Overflow GR
     - 0
   * - Wire length per cell
     - 9.717 µm
   * - Vertical die dimension
     - 80 µm
   * - # IOs
     - 25
   * - Post-synth area from yosys stat
     - 324.1 µm²
   * - Area share of fa/ha/maj cells after synthesis
     - 0.3707
   * - # rows
     - 21
   * - Delay-heaviest family, CP
     - buffers and inverters
   * - Core Area
     - 3416 µm²
   * - Cell count after synthesis
     - 42
   * - Tightest slew margin relative to the limit
     - 0.7432
   * - Total of buffers placed on input and output ports
     - 25
   * - Status
     - completed
   * - Die Wd
     - 80 µm
   * - Largest net degree at the start of global routing
     - 7
   * - Yosys warning count
     - 0
   * - IR Drop Worst-Case VDD
     - 0.00004609 V
   * - Count of hold-fix buffers inserted at cts
     - 0
   * - Leakage power figure
     - 0.2547 nW
   * - First-pass iteration count of the detailed router
     - 4
   * - Global routing usage summed across all routing layers
     - 0.03262
   * - Multiplexer area fraction after synthesis
     - 0.03089
   * - Number of antenna violations at the first check in global routing
     - 0
   * - Area enclosed by the die boundary
     - 6400 µm²
   * - Crit. End Element
     - output pin
   * - Final critical delay including setup and external delays
     - 4.155 ns
   * - CP peak stage delay
     - 0.49 ns
   * - Max Clock Freq
     - 240.7 MHz
   * - Number of clock-tree buffers in the layout
     - 0
   * - Number of maximum-capacitance constraint violations
     - 0
   * - Number of cells in Yosys stat
     - 42
   * - Post_cts resized
     - 0
   * - Total power
     - 73.63 µW
==> cell usage in the layout (no fill, tap or decap) <==
cell type | synthesis | final
sky130_fd_sc_hd__inv_2 | 1 | 1
sky130_fd_sc_hd__a221oi_1 | 1 | 1
sky130_fd_sc_hd__mux2i_1 | 1 | 1
sky130_fd_sc_hd__nand2_1 | 3 | 3
sky130_fd_sc_hd__nor4_1 | 1 | 1
sky130_fd_sc_hd__nand3_1 | 2 | 2
sky130_fd_sc_hd__nor3_1 | 2 | 2
sky130_fd_sc_hd__o21ai_0 | 1 | 1
sky130_fd_sc_hd__clkdlybuf4s50_1 | 0 | 25
sky130_fd_sc_hd__a21oi_1 | 5 | 5
sky130_fd_sc_hd__nor2_1 | 2 | 2
sky130_fd_sc_hd__o21bai_1 | 1 | 1
sky130_fd_sc_hd__a2111oi_0 | 1 | 1
sky130_fd_sc_hd__inv_1 | 2 | 2
sky130_fd_sc_hd__fa_1 | 1 | 1
sky130_fd_sc_hd__nor2b_1 | 2 | 2
sky130_fd_sc_hd__xor2_1 | 2 | 2
sky130_fd_sc_hd__xnor2_1 | 2 | 2
sky130_fd_sc_hd__a311o_1 | 2 | 2
sky130_fd_sc_hd__a21o_1 | 2 | 2
sky130_fd_sc_hd__ha_1 | 8 | 8
==> metrics by stage <==
stage,hold WS (ns),util,setup WS (ns),std cells,instance area (µm²)
after detailed placement,3.088,0.1850,0.9505,113,631.9
after floorplan,2.112,-,2.006,42,324.1
after global routing,3.107,0.1850,0.8416,113,631.9
after global placement,3.078,0.1850,0.9710,113,631.9
final,3.070,0.1850,0.9453,113,631.9
after CTS,3.087,0.1850,0.9330,113,631.9
==> cell usage after synthesis <==
cell | n | area (µm²)
sky130_fd_sc_hd__nand3_1 | 2 | 10.01
sky130_fd_sc_hd__nor3_1 | 2 | 10.01
sky130_fd_sc_hd__a21o_1 | 2 | 15.01
sky130_fd_sc_hd__a311o_1 | 2 | 20.02
sky130_fd_sc_hd__nor2b_1 | 2 | 12.51
sky130_fd_sc_hd__a21oi_1 | 5 | 25.02
sky130_fd_sc_hd__o21ai_0 | 1 | 5.000
sky130_fd_sc_hd__inv_1 | 2 | 7.510
sky130_fd_sc_hd__inv_2 | 1 | 3.750
sky130_fd_sc_hd__nor2_1 | 2 | 7.510
sky130_fd_sc_hd__mux2i_1 | 1 | 10.01
sky130_fd_sc_hd__a221oi_1 | 1 | 8.760
sky130_fd_sc_hd__nand2_1 | 3 | 11.26
sky130_fd_sc_hd__o21bai_1 | 1 | 7.510
sky130_fd_sc_hd__ha_1 | 8 | 100.1
sky130_fd_sc_hd__xnor2_1 | 2 | 17.52
sky130_fd_sc_hd__fa_1 | 1 | 20.02
sky130_fd_sc_hd__xor2_1 | 2 | 17.52
sky130_fd_sc_hd__a2111oi_0 | 1 | 8.760
sky130_fd_sc_hd__nor4_1 | 1 | 6.260
==> power by group <==
group	switching, mW	internal, mW	total (mW)	leakage, nW
clock network	0	0	0	0
logic	0.0257	0.0479	0.0736	0.255
registers	0	0	0	0
==> area by class of cell <==
| class | count | area [µm²] | share of cell area |
|---|---|---|---|
| inverter | 3 | 11.26 | 0.01782 |
| tap | 46 | 57.56 | 0.09109 |
| timing repair buffer | 25 | 250.2 | 0.3960 |
| multi-input combinational | 39 | 312.8 | 0.4950 |
==> worst paths after layout <==
| path | depth (start not counted) | slack [ns] | to | from |
|---|---|---|---|---|
| worst min-delay path | 3 | 3.07 | c[0] | b[0] |
| worst max-delay path | 8 | 0.95 | c[6] | a[0] |
==> cell families after synthesis <==
| kind of cell | count (synthesis) |
|---|---|
| AND-OR/OR-AND | 13 |
| AND/OR/NAND/NOR | 12 |
| adder cells (fa/ha/maj) | 9 |
| XOR/XNOR | 4 |
| buffers and inverters | 3 |
| multiplexers | 1 |
==> metal layers <==
layer  track usage  part of all wire  vias to the layer above
met2       0.04173              0.36                       16
met4             0                 0                        0
li1              -                 -                      216
met5             0                 0                        -
met1       0.04907              0.51                      172
met3       0.01705              0.13                        0
Power is estimated from default activity; no workload was simulated.
