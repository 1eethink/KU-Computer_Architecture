==> design/flow/config.mk <==
export PLATFORM = sky130hd
export DESIGN_NAME = sub2
export DESIGN_NICKNAME = sub2
export VERILOG_FILES = /design/flow/design.v
export SDC_FILE = /design/flow/constraint.sdc
export NUM_CORES = 4
export LEC_CHECK = 1
export CORE_AREA = 10 10 70 70
export DIE_AREA = 0 0 80 80
==> design/flow/constraint.sdc <==
current_design sub2

set clk_period 9.4
set clk_io_pct 0.2

create_clock -name clk0 -period $clk_period

set non_clock_inputs [all_inputs -no_clocks]
set_input_delay [expr $clk_period * $clk_io_pct] -clock clk0 $non_clock_inputs
set_output_delay [expr $clk_period * $clk_io_pct] -clock clk0 [all_outputs]
==> design/flow/design.v <==
module sub2(a, b, c);
	input [7:0] a, b;
	output signed [8:0] c;
assign c = a-b;
endmodule
==> design/flow/run.sh <==
#!/bin/bash
# OpenROAD 26Q1-2900-gdf79404cd8, Yosys 0.63+post, stock flow scripts
make -C /OpenROAD-flow-scripts/flow DESIGN_CONFIG=/design/flow/config.mk WORK_HOME=/design/flow/orfs finish
==> results_dict.tcl <==
# place-and-route summary
set metrics [dict create \
    worst_pin_slew_ps 213 \
    fp-utilization_pct 10.4 \
    vias 375 \
    hold_depth 5 \
    slew_violations 0 \
    finalCriticalPeriod_ps 6000 \
    comb_area_um2 309 \
    yosys-stat-area_um2 354 \
    dr.pass1.iters 2 \
    hold_viol 0 \
    grt_use_total_pct 3.33 \
    placed_area_um2 662 \
    die_area_um2 6400 \
    top_cell_area_share_pct 28.3 \
    ys_warn_count 0 \
    required_ps 7520 \
    min_to "c[0]" \
    grt_setup_unrepaired "no" \
    drc_errors 0 \
    flops 0 \
    ir_drop_mv 0.0256 \
    setup_ws_ps 3400 \
    clock_buffers 0 \
    holdCritStartpoint "a[0]" \
    ys_seq_share_pct 0 \
    grt_pass1_vias 422 \
    grt_first_pass_wirelength_um 1800 \
    place_ws_ps 3370 \
    maxCapViolations 0 \
    drtAntennaViolNets 0 \
    power.leakage_nw 0.291 \
    cts_setup_buffers 0 \
    cp_max_fo 3 \
    gp_congestion 0.773 \
    status "complete, no violations" \
    layout-area-overhead-vs-synth_pct 86.9 \
    path_class "in -> out" \
    setup_violations 0 \
    hold_buffers 0 \
    detail_route.wl_per_cell_um 8.97 \
    post_cts_resized 0 \
    finalSetupTns_ps 0 \
    drt-initial-drc-count 5 \
    fmax_mhz 167 \
    powerDensity_nw_per_um2 61.7 \
    grt_antenna_before_repair 0 \
    fillers 403 \
    grt_max_degree 6 \
    cp.arrival_ps 4120 \
    top_area_cell "ha_1" \
    num_rows 21 \
    flop_area_um2 0 \
    ys_cells 48 \
    synth.distinct_cells 21 \
    start_kind "primary input" \
    min_period_over_period_pct 63.8 \
    fp.dieH_um 80 \
    layout-drive-gt1-share_pct 5.48 \
    die_w_um 80 \
    vias_per_cell 3.15 \
    syn_area_per_cell_um2 7.38 \
    design_area_um2 662 \
    synthTopCellsByArea "ha_1 28%, inv_1 13%, xnor2_1 9.9%" \
    ios 25 \
    log.warning_count 32 \
    slew_headroom_pct 85.7 \
    core_area_um2 3420 \
    end_kind "primary output" \
    synthCells 48 \
    min_path_type "in -> out" \
    grt_overflow 0 \
    netlist_area_um2 354 \
    routed_wl_um 1070 \
    portBuffers 25 \
    antenna_cells 0 \
    dp_hpwl_um 983 \
]
[cell type report]
type / count / area share [%]
multi-input cells: 36 / 46.7
repair buffers: 25 / 37.8
inverters: 12 / 6.81
well taps: 46 / 8.70
[power by group]
| group | internal (mW) | switching (mW) | total (mW) |
|---|---|---|---|
| clock network | 0 | 0 | 0 |
| logic | 0.0275 | 0.0134 | 0.0409 |
| registers | 0 | 0 | 0 |
[critical path, stage by stage]
cell             delay (ps)
clkdlybuf4s50_1         450
inv_1                    40
ha_1                    210
fa_1                    440
nor2b_4                 130
o21ai_2                  70
a21boi_2                190
o21ai_1                 110
a21oi_2                 130
clkdlybuf4s50_1         470
[worst max path at each step]
stage / from / end / slack [ps] / cells past startpoint
4_1_cts: a[0] / c[6] / 3370 / 10
5_1_grt: a[0] / c[6] / 3260 / 10
6_report: a[0] / c[6] / 3400 / 10
[logic make-up (layout without fill, tap and decap cells)]
logic type,count (synthesis),count (layout),share of synthesized area (%)
xor+xnor,4,4,9.89
buf+inv,12,37,12.7
simple gates,10,10,15.2
compound gates,13,13,28.3
fa+ha+maj,9,9,33.9
[per-stage QoR]
step | power (mW) | cells | hold slack (ps) | utilization [%]
floorplan | 0.0179 | 48 | 3870 | -
global placement | 0.0417 | 119 | 4760 | 19.4
detailed placement | 0.0418 | 119 | 4760 | 19.4
CTS | 0.0422 | 119 | 4770 | 19.4
global route | 0.0464 | 119 | 4790 | 19.4
finish | 0.0409 | 119 | 4750 | 19.4
[synth_stat cells]
cell type,n
ha_1,8
a21boi_2,1
a21oi_2,1
o211ai_1,1
o21ai_1,1
fa_1,1
nand2_1,1
inv_1,12
o21ai_2,1
nor3_1,1
nor2b_4,1
a21boi_1,1
o22ai_1,1
o2bb2ai_1,1
or3_1,1
nor2_1,5
a21oi_1,1
nor2b_1,1
o31a_1,1
o21a_1,3
xnor2_1,4
[cell usage in the layout (no fill, tap or decap), drive strengths merged]
cell type,instances
or3,1
xnor2,4
o2bb2ai,1
ha,8
nor2b,2
o21ai,2
nand2,1
a21boi,2
clkdlybuf4s50,25
a21oi,2
o31a,1
o211ai,1
o21a,3
inv,12
nor3,1
nor2,5
fa,1
o22ai,1
[layer usage]
layer	wire, um	track usage (%)	vias up	share of wire (%)
li1	-	-	211	-
met1	541	4.43	146	51
met2	379	4.98	18	36
met5	0	0	-	0
met3	147	1.70	0	14
met4	0	0	0	0
No activity file was given, so power comes from the tool's default toggle rates.
